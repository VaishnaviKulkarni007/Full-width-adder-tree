**run.sh**
```bash
#!/bin/bash
# OpenROAD 26Q1-2900-gdf79404cd8, Yosys 0.63+post, stock flow scripts
make -C /OpenROAD-flow-scripts/flow DESIGN_CONFIG=/design/flow/config.mk WORK_HOME=/design/flow/orfs finish
```
**config.mk**
```make
export PLATFORM = sky130hd
export DESIGN_NAME = adder_pipeline
export DESIGN_NICKNAME = adder_pipeline
export VERILOG_FILES = /design/flow/design.v
export SDC_FILE = /design/flow/constraint.sdc
export NUM_CORES = 4
export LEC_CHECK = 1
export CORE_UTILIZATION = 30
```
**constraint.sdc**
```tcl
current_design adder_pipeline

set clk_period 4.2
set clk_io_pct 0.2

create_clock -name clk0 -period $clk_period [get_ports {clk}]

set non_clock_inputs [all_inputs -no_clocks]
set_input_delay [expr $clk_period * $clk_io_pct] -clock clk0 $non_clock_inputs
set_output_delay [expr $clk_period * $clk_io_pct] -clock clk0 [all_outputs]
```
**design.v**
```verilog
`timescale 1ns / 1ps
module adder_pipeline
( input wire clk, reset,
  input wire [7:0] A,B,C,D,E,F,G,H,
  output wire [10:0] sum);
reg [8:0] s1_reg,s1_next,s2_reg,s2_next,s3_reg,s3_next,s4_reg,s4_next;
reg [9:0] s5_reg,s5_next,s6_reg,s6_next;
reg [10:0] f1_reg,f1_next;
always@ (posedge clk,posedge reset)
if(reset)
 begin
s1_reg<=0;
s2_reg<=0;
s3_reg<=0;
s4_reg<=0;
s5_reg<=0;
s6_reg<=0;
f1_reg<=0;
end
else begin
s1_reg<=s1_next;
s2_reg<=s2_next;
s3_reg<=s3_next;
s4_reg<=s4_next;
s5_reg<=s5_next;
s6_reg<=s6_next;
f1_reg<=f1_next;
end
always@*
begin
s1_next = s1_reg;
s2_next = s2_reg;
s3_next = s3_reg;
s4_next = s4_reg;
s5_next = s5_reg;
s6_next = s6_reg;
f1_next = f1_reg;
s1_next = A+B;
s2_next = C+D;
s3_next = E+F;
s4_next = G+H;
s5_next = s1_reg + s2_reg;
s6_next = s3_reg + s4_reg;
f1_next = s5_reg + s6_reg;
end
assign sum = f1_reg;
endmodule
```
==> qor.txt <==
Pwr per Cell Area: 574 nW/um^2
drt drc: 0
GP Congestion: 0.803
Clock Skew: 0.00323 ns
pin count of the biggest net entering global routing: 38
IO Pins: 77
Clock Latency Late Sink: 0.32 ns
antenna violations before repair: 0
Switching Fraction: 0.325
TNS Setup: 0 ns
Tool Warnings: 25
slowest stage cell, crit path: clkdlybuf4s50_1
initial DRC count: 102
drt wl/cell: 11.1 microns
final wirelength: 6.99 mm
deepest clock path buffer count: 2
vias in the first global route: 2655
H-tree Lvls: 3
CP peak stage delay: 0.41 ns
sequential fraction of the synthesis area: 0.422
CTS buffer count: 9
Arr. time, crit path: 2.72 ns
Max-Cap Viols: 0
Commonest Layout Cell: clkdlybuf4s50_1
critical path class: in2reg
CP max FO: 2
cell area after layout: 5250 sq um
port bufs: 76
Final Non-Filler Cells: 628
P&R area growth vs syn: 32.0%
Comb pwr share: 0.445
relative slew slack: 0.495
Final min period: 2.52 ns
slew of the pin with the lowest slew margin: 0.756 ns
synthesized area: 3970 sq um
Vias: 2842
cells along the critical path: clkdlybuf4s50_1 -> ha_1 -> fa_1 -> a21o_1 -> a21oi_1 -> o21ai_0 -> nor4_1 -> nor3_1
total net switching power: 0.000979 W
# Cells Yosys: 363
Yosys chip area: 3970 sq um
Rows: 41
RSZ-0062 raised after global routing: no
Post-CTS Resized: 0
status: completed
GRT Total Usage: 0.109
Hold Violations, Final: 0
fmax: 396 MHz
fillcell total: 1211
Largest register FFs: 11
dpl cell area: 4960 sq um
CP Capture Type: flip-flop
Top Layout Cells: clkdlybuf4s50_1, dfrtp_1, ha_1
cycle use final: 0.601
gr ovfl total: 0
floorplan utilization: 0.311
Finish-stage setup viols: 0
post-CTS setup buffers: 0
Power Internal: 0.00203 W
cells after synthesis: 363
Detailed Routing Iterations Pass 1: 4
vias per inst: 4.53
Worst Path Required: 4.40 ns
cts hold-fix bufs: 0
clock power share: 0.240
sequential share of power: 0.315
antenna-violating nets left: 0
worst vdd ir: 0.261 mV
Hold Slack: 0.464 ns
post-route worst setup slack: 1.68 ns
syn avg cell area: 10.9 sq um
ant diodes: 0
Unique cell types: 34
min-delay worst type: reg2reg
Die Y: 117 microns
logic area: 2240 sq um
Clock Root Buffer: clkbuf_16
chip area: 13700 sq um
Chip Width: 117 microns
CORE AREA: 12800 sq um
register area: 1680 sq um
first-pass GRT wire length: 11.7 mm
Pleak: 2.34 nW
Worst-path clk slew: 0.05 ns
clock sink count: 67
crit start category: input pin
CTS tree: yes
Slew Limit Fails: 0
layout cells sized above 1: 0.0548
DP Cell Count: 612
Seq cells post-synth: 67
Syn. warnings: 1
DP Wirelength: 5.63 mm
post-place setup slack: 1.35 ns
[path summary, 6_finish.rpt]
path / start / to / slack, ns / cells past startpoint
setup / recovery: G[0] / s4_reg[8] / 1.68 / 8
hold / removal: s2_reg[0] / s5_reg[0] / 0.46 / 1
setup reg to reg: s5_reg[0] / f1_reg[8] / 2.29 / 7
hold reg to reg: s2_reg[0] / s5_reg[0] / 0.46 / 1
max in group asynchronous: reset / s5_reg[9] / 2.36 / 3
min in group asynchronous: reset / s3_reg[2] / 0.98 / 2
[power groups by stage]
stage | registers (W) | clock network, W | logic, W
4_1_cts | 0.000954 | 0.000741 | 0.00135
5_1_grt | 0.000971 | 0.000775 | 0.00150
6_report | 0.000948 | 0.000721 | 0.00134
[area by class of cell]
class,count,area share
clock buffers,14,0.0484
flip-flops and latches,67,0.320
multi-input cells,282,0.428
repair buffers,77,0.146
clock inverters,2,0.00668
inverters,14,0.0100
well taps,172,0.0410
[stage by stage]
stage / power (W) / utilization
after floorplan: 0.00190 / -
after global placement: 0.00228 / 0.388
after detailed placement: 0.00230 / 0.388
after CTS: 0.00304 / 0.411
after global routing: 0.00324 / 0.411
final: 0.00301 / 0.411
[worst max-delay path: cells and delay by family]
family	cells	cell delay, ns
AOI/OAI and AO/OA	3	0.55
adders and majority gates	2	0.64
buffers and inverters	1	0.41
and+or+nand+nor	2	0.29
[logic make-up after synthesis]
logic type | after synthesis | synth area share
AOI/OAI and AO/OA | 80 | 0.138
buffers and inverters | 14 | 0.0132
DFF | 67 | 0.422
adders and majority gates | 67 | 0.224
xor gates and xnor gates | 44 | 0.0970
and+or+nand+nor | 91 | 0.106
[metal layers]
metal	vias to the layer above	part of all wire	global-route usage
met5	-	0	0
met4	0	0.019	0.0186
met3	10	0.039	0.0189
met2	52	0.42	0.163
met1	1300	0.52	0.173
li1	1480	-	-
[cell usage after synthesis (all sizes together)]
| master | instances | area [sq um] |
|---|---|---|
| o21a | 4 | 30.0 |
| o211ai | 3 | 22.5 |
| nand4 | 4 | 25.0 |
| o21bai | 4 | 30.0 |
| nor4 | 2 | 12.5 |
| fa | 7 | 140 |
| o41ai | 4 | 57.6 |
| nor2b | 3 | 18.8 |
| a31oi | 4 | 25.0 |
| nand3 | 12 | 60.1 |
| xnor2 | 32 | 280 |
| xor2 | 12 | 105 |
| o22ai | 1 | 6.26 |
| nor3 | 13 | 65.1 |
| a21o | 13 | 98.9 |
| o31ai | 2 | 15.0 |
| a211oi | 5 | 42.5 |
| dfrtp | 67 | 1680 |
| inv | 14 | 52.6 |
| o2111ai | 3 | 26.3 |
| or2 | 4 | 25.0 |
| nand2 | 16 | 60.1 |
| or3 | 1 | 6.26 |
| o21ai | 13 | 65.1 |
| nor2 | 31 | 116 |
| a21oi | 24 | 128 |
| and2 | 3 | 18.8 |
| and3 | 1 | 6.26 |
| nand2b | 1 | 6.26 |
| ha | 60 | 751 |
Power and IR drop assume default switching activity.
