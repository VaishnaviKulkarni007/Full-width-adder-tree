**design/flow/config.mk**
```make
export PLATFORM = sky130hd
export DESIGN_NAME = adder_D2
export DESIGN_NICKNAME = adder_D2
export VERILOG_FILES = /design/flow/design.v
export SDC_FILE = /design/flow/constraint.sdc
export NUM_CORES = 4
export LEC_CHECK = 1
export CORE_UTILIZATION = 50
```
**design/flow/constraint.sdc**
```tcl
current_design adder_D2

set clk_period 5.6
set clk_io_pct 0.2

create_clock -name clk0 -period $clk_period [get_ports {clk}]

set non_clock_inputs [all_inputs -no_clocks]
set_input_delay [expr $clk_period * $clk_io_pct] -clock clk0 $non_clock_inputs
set_output_delay [expr $clk_period * $clk_io_pct] -clock clk0 [all_outputs]
```
**design/flow/design.v**
```verilog
`timescale 1ns / 1ps
module adder_D2(
input wire [7:0] A,B,C,D,E,F,G,H,
input wire clk,reset,
output wire [10:0]sum );
  reg [8:0] s1_reg,s1_next,s2_reg,s2_next,s3_reg,s3_next,s4_reg,s4_next;
  reg [9:0] s5_reg,s5_next,s6_reg,s6_next;
  reg [10:0] f1_reg,f1_next;
always@(posedge clk,posedge reset)
if(reset)
begin
s1_reg<=0;
s2_reg<=0;
s3_reg<=0;
s4_reg<=0;
s5_reg<=0;
s6_reg<=0;
f1_reg<=0;
end
else
begin
s1_reg<=s1_next;
s2_reg<=s2_next;
s3_reg<=s3_next;
s4_reg<=s4_next;
s5_reg<=s5_next;
s6_reg<=s6_next;
f1_reg<=f1_next;
end
reg [7:0]c ;
reg [6:0]mux0;
reg [6:0]mux1;
reg [6:0]sel;
always@*
begin
s1_next = s1_reg;
s2_next = s2_reg;
s3_next = s3_reg;
s4_next = s4_reg;
s5_next = s5_reg;
s6_next = s6_reg;
f1_next = f1_reg;
mux1[0]=1'b0;
mux0[0]=A[2]|B[2];
sel[0]=A[2]&B[2];
c[0]=(sel[0]? mux1[0]:mux0[0])|(A[1]&B[1]);
s1_next = {(A[7:3]+B[7:3]+sel[0]),c[0],(A[1]|B[1]),1'b1};
mux1[1]=1'b0;
mux0[1]=C[2]|D[2];
sel[1]=C[2]&D[2];
c[1]=(sel[1]? mux1[1]:mux0[1])|(C[1]&D[1]);
s2_next = {C[7:3]+D[7:3]+sel[1],c[1],(C[1]|D[1]),1'b1};
mux1[2]=1'b0;
mux0[2]=E[2]|F[2];
sel[2]=E[2]&F[2];
c[2]=(sel[2]? mux1[2]:mux0[2])|(E[1]&F[1]);
s3_next = {E[7:3]+F[7:3]+sel[2],c[2],(E[1]|F[1]),1'b1};
mux1[3]=1'b0;
mux0[3]=G[2]|H[2];
sel[3]=G[2]&H[2];
c[3]=(sel[3]? mux1[3]:mux0[3])|(G[1]&H[1]);
s4_next = {G[7:3]+H[7:3]+sel[3],c[3],(G[1]|H[1]),1'b1};
mux1[4]=1'b0;
mux0[4]=s1_reg[2]|s2_reg[2];
sel[4]=s1_reg[2]&s2_reg[2];
c[4]=(sel[4]? mux1[4]:mux0[4])|(s1_reg[1]&s2_reg[1]);
s5_next = {s1_reg[8:3]+s2_reg[8:3]+sel[4],c[4],(s1_reg[1]|s2_reg[1]),(s1_reg[1]? s1_reg[1]:(s2_reg[1]?   (s1_reg[1] ^ s2_reg[1]): s2_reg[1] ))};
mux1[5]=1'b0;
mux0[5]=s1_reg[2]|s2_reg[2];
sel[5]=s1_reg[2]&s2_reg[2];
c[5]=(sel[5]? mux1[5]:mux0[5])|(s1_reg[1]&s2_reg[1]);
s6_next = {s3_reg[8:3]+s4_reg[8:3]+sel[5],c[5],(s3_reg[1]|s4_reg[1]),(s3_reg[1]? s3_reg[1]:(s4_reg[1]?  (s3_reg[1] ^ s4_reg[1]): s4_reg[1]))};
mux1[6]=1'b0;
mux0[6]=s5_reg[2]|s6_reg[2];
sel[6]=s5_reg[2]&s6_reg[2];
c[6]=(sel[6]? mux1[6]:mux0[6])|(s5_reg[1]&s6_reg[1]);
f1_next = {s5_reg[9:3]+s6_reg[9:3]+sel[6],c[6],(s5_reg[1]|s6_reg[1]),(s5_reg[1]? s5_reg[1]:(s6_reg[1]?    (s5_reg[1] ^ s6_reg[1]): s6_reg[1]))};
end
assign sum = f1_reg;
endmodule
```
**design/flow/run.sh**
```bash
#!/bin/bash
# OpenROAD 26Q1-2900-gdf79404cd8, Yosys 0.63+post, stock flow scripts
make -C /OpenROAD-flow-scripts/flow DESIGN_CONFIG=/design/flow/config.mk WORK_HOME=/design/flow/orfs finish
```
==> datasheet_impl.txt <==
Table: implementation figures

Parameter                              Value

Run status
  Outcome    finished clean

Floorplan
  Horizontal die dimension    between 70 and 80 um
  Number of top-level pins    between 70 and 80
  Core area    about 5100 um2
  Initial Util    0.5167
  Number of standard-cell rows in the floorplan    26
  Total die area    approximately 5600 um2
  Die Y    ~75 um

Setup path
  Worst setup slack for register-to-register paths    3.73 ns
  Type of destination of the critical path    flop
  Standard cell with the maximum stage delay on the critical path    sky130_fd_sc_hd__fa_1
  Crit-path max cell delay    0.41 ns
  Cell repeated most along the worst path    sky130_fd_sc_hd__fa_1
  Critical-path maximum fanout    2
  Sort of element at the start of the critical path    primary input
  Number of buffer and inverter stages on the critical path    1
  Worst reg2reg endpoint    f1_reg[9]
  CP Class    in2reg
  Cell depth of the worst flop-to-flop path    7
  Required time of the critical path    around 6 ns
  Cell family contributing the most delay on the critical path    adder cells
  Critical path arrival    around 3.0 ns
  Crit-path cells    clkdlybuf4s50_1 -> ha_1 -> fa_1 -> fa_1 -> a21o_1 -> a21oi_1 -> xnor2_1
  Worst R2R Start    s6_reg[2]

Yosys
  Adder and majority cell fraction of the synthesized area    0.2380
  Area of the mapped netlist    around 2600 um2
  Synth logic family    adder cells
  Sequential element share of the synthesized area    0.4742
  Most frequent cell after synthesis    sky130_fd_sc_hd__dfrtp_1
  Main flop type after synthesis    sky130_fd_sc_hd__dfrtp_1
  Top area cells in the synthesized netlist    sky130_fd_sc_hd__dfrtp_1 (47%), sky130_fd_sc_hd__ha_1 (15%), sky130_fd_sc_hd__fa_1 (9.1%), sky130_fd_sc_hd__xnor2_1 (5.6%), sky130_fd_sc_hd__inv_1 (4.8%)
  #FFs+latches synth    50
  Cell taking the most area after synthesis    sky130_fd_sc_hd__dfrtp_1
  Synth async-reset ratio    1.000
  Number of enable flip-flop cells    0
  Number of instances in the synthesized netlist    217
  MUX area fraction    0
  Unique cell types    24
  Area share, top type    0.4742
  XORs/XNORs by Area    0.08962
  Simple-gate area share of the yosys netlist    0.03888
  YS chip area    about 2600 um2
  Tally of yosys warning messages    1
  Yosys aoi share    0.1038
  # Cells Yosys    approximately 220
  List of most frequent post-synthesis cells    sky130_fd_sc_hd__dfrtp_1 (50), sky130_fd_sc_hd__inv_1 (34), sky130_fd_sc_hd__ha_1 (31)
  Post-Syn Area per Cell    between 10 and 15 um2

Cells and area
  Share of cells above drive strength 1    0.07216
  Combinational Area    1245 um2
  Tally of filler cells in the layout    between 400 and 500
  Signed area change from the synthesized netlist to the final layout    32.76%
  Max FFs per register    9
  Register area    between 1000 and 1500 um2
  Core Util, Final    0.6859

Power
  Worst IR Drop VDD    roughly 0.17 mV
  LEAKAGE    about 0.0017 uW
  Power Dens Cells    362.6 nW/um2

CTS
  Buffer depth of the longest clock path    2
  Hold bufs inserted after CTS    0
  Clock root buffer    sky130_fd_sc_hd__clkbuf_8
  Resized Gates After CTS    0
  CTS tree    yes
  Number of buffers created by CTS    5
  Clock slew at the register clock pins of the worst setup and hold paths    around 0.09 ns
  Buffer count from post-CTS setup fixing    0
  Clk Latency, worst-skew pair    approximately 0.3 ns
  CTS H-tree depth    2
  TritonCTS sink count    roughly 50

Min path
  Origin of the worst min-delay path    s3_reg[1]
  Type of the tightest min-delay check    reg2reg
  End point of the worst hold path    s6_reg[1]
  Hold-critical path depth    1

Global route
  Vias in the first global route    approximately 1600
  Total congestion overflow after global routing    0
  Pin count of the biggest net entering global routing    between 50 and 60
  Wire length of the first global-routing pass    roughly 6200 um
  GRT Resource Usage Total    0.1512
  Initial antenna violation count    0

Final timing
  Max-Slew Margin vs Limit    0.6040
  Share of the clock period used by the worst path after layout    0.4963
  Hold Fails Final Rpt    0
  Tmin final    between 2 and 3 ns
  Clock skew after layout    0.003166 ns
  Transition time at the pin with the least slew margin    0.5940 ns
  Final number of max-transition violations    0
  Max Fclk    about 360 MHz
  Setup TNS    0 ns
  Final-report setup violation count    0
  Unrepaired setup endpoints after global routing    false

Route
  Remaining antenna violation count after routing    0
  Detailed Route WL    between 3000 and 4000 um
  Antenna Diode Count    0
  Wire per inst    approximately 9.7 um
  Starting DRC count in detailed routing    41
  Detailed-router iteration count before antenna repair    4
  Remaining DRCs    0
  Per-cell via count in the routed design    ~4.5
  Vias after detailed routing    about 1600

Placed design
  Detail Placement HPWL    between 2000 and 3000 um
  Placer's final routability congestion estimate    ~0.79
  Number of port buffers    between 60 and 70

Flow run
  Total number of warnings across the stage logs    35
  Tally of max-capacitance violations    0
-- power breakdown --
group	total [uW]	internal, uW	switching (uW)
logic	517	296	221
clock network	246	133	113
registers	507	468	38.8
-- cell usage in the layout, fill, tap and decap left out --
master,instances
sky130_fd_sc_hd__clkinvlp_4,2
sky130_fd_sc_hd__xor2_1,10
sky130_fd_sc_hd__a21oi_2,1
sky130_fd_sc_hd__nand3_1,2
sky130_fd_sc_hd__and2_1,1
sky130_fd_sc_hd__a21o_1,16
sky130_fd_sc_hd__a211oi_2,1
sky130_fd_sc_hd__a21oi_1,16
sky130_fd_sc_hd__conb_1,1
sky130_fd_sc_hd__o21bai_1,1
sky130_fd_sc_hd__fa_1,12
sky130_fd_sc_hd__clkbuf_8,5
sky130_fd_sc_hd__xnor2_1,17
sky130_fd_sc_hd__nand2_1,5
sky130_fd_sc_hd__buf_4,1
sky130_fd_sc_hd__o21a_1,1
sky130_fd_sc_hd__dfrtp_1,50
sky130_fd_sc_hd__ha_1,31
sky130_fd_sc_hd__nand2b_1,1
sky130_fd_sc_hd__inv_1,33
sky130_fd_sc_hd__clkdlybuf4s50_1,67
sky130_fd_sc_hd__nor2_1,1
sky130_fd_sc_hd__o31a_1,1
sky130_fd_sc_hd__o21ai_0,4
sky130_fd_sc_hd__or2_2,7
sky130_fd_sc_hd__a31o_2,1
sky130_fd_sc_hd__inv_2,1
sky130_fd_sc_hd__bufinv_16,1
sky130_fd_sc_hd__nor2b_4,1
-- layout make-up --
class,instances,area share
flip-flops and latches,50,0.3571
multi-input cells,131,0.3554
repair buffers,68,0.1936
inverters,34,0.03643
well taps,70,0.02500
clock buffers,5,0.01964
clock inverters,3,0.01286
-- cells by family after synthesis --
| logic type | after synthesis |
|---|---|
| other | 1 |
| adders and majority gates | 43 |
| buffers and inverters | 36 |
| AOI/OAI and AO/OA | 42 |
| xor gates and xnor gates | 27 |
| DFF | 50 |
| and+or+nand+nor | 18 |
-- how the worst max path moves through the flow --
stage / startpoint / end / slack (ns) / cells after the start
6_report: C[2] / s2_reg[7] / 2.82 / 7
4_1_cts: C[2] / s2_reg[7] / 2.81 / 7
5_1_grt: C[2] / s2_reg[7] / 2.74 / 7
-- per-stage QoR --
step | worst slack, ns | area, um2 | hold WS, ns | std cells | power, uW
floorplan | 2.982 | 2639 | 0.4103 | 217 | 876.1
global placement | 2.494 | 3390 | 0.4152 | 353 | 1029
detailed placement | 2.490 | 3390 | 0.4184 | 353 | 1041
CTS | 2.808 | 3503 | 0.4427 | 361 | 1293
global route | 2.743 | 3503 | 0.4606 | 361 | 1383
finish | 2.821 | 3503 | 0.4388 | 361 | 1270
-- metal layers --
layer  track usage  vias up  part of all wire
met5             0        -                 0
met2        0.2563       47              0.49
met3       0.02578        4             0.040
li1              -      839                 -
met1        0.2225      724              0.45
met4       0.02096        0             0.017
Power and IR drop assume default switching activity.
