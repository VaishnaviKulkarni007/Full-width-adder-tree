==> design/flow/design.v <==
`timescale 1ns / 1ps
module adder_D1(
input wire [7:0] A,B,C,D,E,F,G,H,
input wire clk,reset,
output wire [10:0]sum );
  reg [8:0] s1_reg,s1_next,s2_reg,s2_next,s3_reg,s3_next,s4_reg,s4_next;
  reg [9:0] s5_reg,s5_next,s6_reg,s6_next;
  reg [10:0] f1_reg,f1_next;
always@(posedge clk,posedge reset)
if(reset)
begin
s1_reg<=0;
s2_reg<=0;
s3_reg<=0;
s4_reg<=0;
s5_reg<=0;
s6_reg<=0;
f1_reg<=0;
end
else
begin
s1_reg<=s1_next;
s2_reg<=s2_next;
s3_reg<=s3_next;
s4_reg<=s4_next;
s5_reg<=s5_next;
s6_reg<=s6_next;
f1_reg<=f1_next;
end
reg [7:0]c ;
reg [6:0]mux0;
reg [6:0]mux1;
reg [6:0]sel;
always@*
begin
s1_next = s1_reg;
s2_next = s2_reg;
s3_next = s3_reg;
s4_next = s4_reg;
s5_next = s5_reg;
s6_next = s6_reg;
f1_next = f1_reg;
mux1[0]=A[1]&B[1];
mux0[0]=A[2]|B[2];
sel[0]=A[2]&B[2];
c[0]=sel[0]? mux1[0]:mux0[0];
s1_next = {(A[7:3]+B[7:3]+sel[0]),c[0],(A[1]|B[1]),1'b1};
mux1[1]=C[1]&D[1];
mux0[1]=C[2]|D[2];
sel[1]=C[2]&D[2];
c[1]=sel[1]? mux1[1]:mux0[1];
s2_next = {C[7:3]+D[7:3]+sel[1],c[1],(C[1]|D[1]),1'b1};
mux1[2]=E[1]&F[1];
mux0[2]=E[2]|F[2];
sel[2]=E[2]&F[2];
c[2]=sel[2]? mux1[2]:mux0[2];
s3_next = {E[7:3]+F[7:3]+sel[2],c[2],(E[1]|F[1]),1'b1};
mux1[3]=G[1]&H[1];
mux0[3]=G[2]|H[2];
sel[3]=G[2]&H[2];
c[3]=sel[3]? mux1[3]:mux0[3];
s4_next = {G[7:3]+H[7:3]+sel[3],c[3],(G[1]|H[1]),1'b1};
mux1[4]=s1_reg[1]&s2_reg[1];
mux0[4]=s1_reg[2]|s2_reg[2];
sel[4]=s1_reg[2]&s2_reg[2];
c[4]=sel[4]? mux1[4]:mux0[4];
s5_next = {s1_reg[8:3]+s2_reg[8:3]+sel[4],c[4],(s1_reg[1]|s2_reg[1]),(s1_reg[1]? s1_reg[1]:(s2_reg[1]?  s2_reg[1] : (s1_reg[1] ^ s2_reg[1])))};
mux1[5]=s1_reg[1]&s2_reg[1];
mux0[5]=s1_reg[2]|s2_reg[2];
sel[5]=s1_reg[2]&s2_reg[2];
c[5]=sel[5]? mux1[5]:mux0[5];
s6_next = {s3_reg[8:3]+s4_reg[8:3]+sel[5],c[5],(s3_reg[1]|s4_reg[1]),(s3_reg[1]? s3_reg[1]:(s4_reg[1]?  s4_reg[1] : (s3_reg[1] ^ s4_reg[1])))};
mux1[6]=s5_reg[1]&s6_reg[1];
mux0[6]=s5_reg[2]|s6_reg[2];
sel[6]=s5_reg[2]&s6_reg[2];
c[6]=sel[6]? mux1[6]:mux0[6];
f1_next = {s5_reg[9:3]+s6_reg[9:3]+sel[6],c[6],(s5_reg[1]|s6_reg[1]),(s5_reg[1]? s5_reg[1]:(s6_reg[1]?  s6_reg[1] : (s5_reg[1] ^ s6_reg[1])))};
end
assign sum = f1_reg;
endmodule
==> design/flow/constraint.sdc <==
current_design adder_D1

set clk_period 3.4
set clk_io_pct 0.2

create_clock -name clk0 -period $clk_period [get_ports {clk}]

set non_clock_inputs [all_inputs -no_clocks]
set_input_delay [expr $clk_period * $clk_io_pct] -clock clk0 $non_clock_inputs
set_output_delay [expr $clk_period * $clk_io_pct] -clock clk0 [all_outputs]
==> design/flow/config.mk <==
export PLATFORM = sky130hd
export DESIGN_NAME = adder_D1
export DESIGN_NICKNAME = adder_D1
export VERILOG_FILES = /design/flow/design.v
export SDC_FILE = /design/flow/constraint.sdc
export NUM_CORES = 4
export LEC_CHECK = 1
export CORE_UTILIZATION = 40
==> design/flow/run.sh <==
#!/bin/bash
# OpenROAD 26Q1-2900-gdf79404cd8, Yosys 0.63+post, stock flow scripts
make -C /OpenROAD-flow-scripts/flow DESIGN_CONFIG=/design/flow/config.mk WORK_HOME=/design/flow/orfs finish
==> results.py <==
# Generated from Yosys and OpenROAD reports
metrics = {
    "sta": {
        "min_period_over_period": 0.688,
        "fin_worst_skew_ps": 6.70,
        "setup_violations": 0,
        "tightest_slew_ps": 584,
        "finalCriticalPeriod_ps": 2340,
        "final-max-slew-violation-count": 0,
        "finalHoldViolations": 0,
        "rsz0062_at_grt": "no",
        "tns_ps": 0,
        "fmax_mhz": 428,
        "maxSlewHeadroom": 0.610,
    },
    "synth": {
        "async_reset_ff_frac": 1.00,
        "syn_avg_cell_area_um2": 11.9,
        "synthCells": 223,
        "yosys.area.top_type": "dfrtp_1",
        "synth_area_mm2": 0.00264,
        "netlist-cell-type-count": 27,
        "top_cell": "dfrtp_1",
        "yosysCellCount": 223,
        "yosys-top-cells-area": "dfrtp_1 (47%), ha_1 (13%), fa_1 (9.1%), xnor2_1 (7.0%), inv_1 (4.7%)",
        "flop_cell": "dfrtp_1",
        "seq_area_frac_synth": 0.473,
        "edf_count": 0,
        "yosys_warnings": 1,
        "synth-seq-cells": 50,
        "top_cells_by_count": "dfrtp_1 (50), inv_1 (33), ha_1 (27)",
        "top_area_frac": 0.473,
        "ys_chip_area_mm2": 0.00264,
    },
    "floorplan": {
        "std_cell_rows": 29,
        "core_area_mm2": 0.00635,
        "fp_util": 0.416,
        "die_width_um": 83.3,
        "die_y_um": 83.3,
        "ios": 77,
        "dieArea_mm2": 0.00694,
    },
    "clocking": {
        "htree_num_levels": 2,
        "path_clk_slew_ps": 80,
        "clock_path_buffers": 2,
        "cts_setup_buffers": 0,
        "cts_sinks": 50,
        "cts_resized": 0,
        "cts_tree": "built",
        "clock_latency_ps": 290,
        "cts_buffers": 5,
        "postCtsHoldBufs": 0,
        "cts-root-buf": "clkbuf_8",
    },
    "pwr": {
        "leakagePower_nw": 1.64,
        "vdd_drop_max_mv": 0.447,
        "p_per_area_mw_per_mm2": 580,
    },
    "layout": {
        "largest_reg_flops": 9,
        "final_core_util": 0.550,
        "area_delta_synth_final_pct": 32.2,
        "fillCellCount": 524,
        "drive_gt1_frac": 0.0707,
    },
    "global_route": {
        "grtUsageTotal": 0.120,
        "grt_pass1_vias": 1637,
        "grt_max_degree": 31,
        "grt-ovfl-total": 0,
        "grt_pass1_wl_mm": 6.72,
        "grt_antenna_before_repair": 0,
    },
    "worst_setup_path": {
        "endpoint_kind": "register",
        "start_kind": "primary input",
        "required_ps": 3620,
        "critPathMaxFanout": 2,
        "arrival_ps": 2560,
        "reg2reg_slack_ps": 1480,
        "crit_type": "primary input to register",
    },
    "drt": {
        "wl_mm": 3.50,
        "drt.antenna.violating_nets": 0,
        "drtIter0Drc": 18,
        "n_antenna_cell": 0,
        "route.vias.total": 1637,
        "wire_per_inst_um": 9.36,
        "viasPerCell": 4.38,
        "drc_errors": 0,
        "firstDrtPassIters": 4,
    },
    "placed_design": {
        "io_buffers": 67,
        "dp_hpwl_mm": 2.91,
        "gp_congestion": 0.785,
    },
    "flow_run": {
        "warnings": 33,
        "cap_violations": 0,
    },
    "run_status": {
        "status": "completed",
    },
    "hold_path": {
        "min_path_type": "register to register",
    },
}
-- cell type report --
type                    count  area [um^2]  share of cell area
inverters                  33          124              0.0354
well taps                  77         96.3              0.0276
repair buffers             68          678               0.194
clock buffers               7         86.3              0.0247
multi-input cells         138         1250               0.359
flip-flops and latches     50         1250               0.358
clock inverters             1         5.00             0.00143
-- report_power, final --
| part | internal, mW | total [mW] | switching, mW | leakage [nW] |
|---|---|---|---|---|
| registers | 0.770 | 0.836 | 0.0655 | 0.568 |
| logic | 0.488 | 0.850 | 0.363 | 1.02 |
| clock network | 0.164 | 0.340 | 0.176 | 0.0482 |
-- path summary, 6_finish.rpt --
path	from	endpoint	depth (start not counted)
max	C[2]	s2_reg[7]	7
min	s3_reg[1]	s6_reg[1]	1
max reg2reg	s1_reg[3]	s5_reg[7]	6
min reg2reg	s3_reg[1]	s6_reg[1]	1
max in group asynchronous	reset	s5_reg[5]	3
min in group asynchronous	reset	f1_reg[4]	2
-- metrics by stage --
| stage | worst slack [ps] | cells | hold WS, ps | instance area, um^2 | total power, mW |
|---|---|---|---|---|---|
| 2_1_floorplan | 1250 | 223 | 410 | 2640 | 1.45 |
| 3_3_place_gp | 737 | 366 | 415 | 3400 | 1.71 |
| 3_5_place_dp | 731 | 366 | 418 | 3400 | 1.71 |
| 4_1_cts | 1050 | 374 | 439 | 3490 | 2.06 |
| 5_1_grt | 960 | 374 | 467 | 3490 | 2.22 |
| 6_report | 1060 | 374 | 435 | 3490 | 2.03 |
-- critical path: stages --
cell	delay, ps
clkdlybuf4s50_1	410
and2_1	180
fa_1	420
fa_1	410
a21o_1	170
a21oi_1	160
xnor2_1	130
-- routing by layer --
layer  part of all wire  track usage
met1               0.46        0.184
met4              0.017       0.0157
met5                  0            0
met3              0.049       0.0222
met2               0.47        0.194
-- logic make-up (layout without fill, tap and decap cells) --
family                   count (synthesis)  after routing  share of synthesized area
flip-flops                              50             50                      0.473
AND/OR/NAND/NOR                         27             27                     0.0497
other                                    1              1                    0.00142
buffers and inverters                   35            109                     0.0525
AND-OR/OR-AND                           44             44                      0.115
adder cells (fa/ha/maj)                 39             39                      0.219
XOR/XNOR                                27             27                     0.0894
-- cells in the final DEF, fill, tap and decap left out, types with 7 or more instances in the layout --
cell type / n
a21o_1: 11
a21oi_1: 17
clkdlybuf4s50_1: 67
dfrtp_1: 50
fa_1: 12
ha_1: 27
inv_1: 32
nand2_1: 8
nor2_1: 7
or2_2: 7
xnor2_1: 21
Power and IR drop assume default switching activity.
